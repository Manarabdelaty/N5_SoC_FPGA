**/design/flow/config.mk**
```make
export PLATFORM = sky130hd
export DESIGN_NAME = btn_sync
export DESIGN_NICKNAME = btn_sync
export VERILOG_FILES = /design/flow/design.v
export SDC_FILE = /design/flow/constraint.sdc
export NUM_CORES = 4
export LEC_CHECK = 1
export CORE_AREA = 10 10 111 111
export DIE_AREA = 0 0 121 121
```
**/design/flow/constraint.sdc**
```tcl
current_design btn_sync

set clk_period 2.9
set clk_io_pct 0.2

create_clock -name clk0 -period $clk_period [get_ports {clk}]

set non_clock_inputs [all_inputs -no_clocks]
set_input_delay [expr $clk_period * $clk_io_pct] -clock clk0 $non_clock_inputs
set_output_delay [expr $clk_period * $clk_io_pct] -clock clk0 [all_outputs]
```
**/design/flow/run.sh**
```bash
#!/bin/bash
# OpenROAD 26Q1-2900-gdf79404cd8, Yosys 0.63+post, stock flow scripts
make -C /OpenROAD-flow-scripts/flow DESIGN_CONFIG=/design/flow/config.mk WORK_HOME=/design/flow/orfs finish
```
**/design/flow/design.v**
```verilog
module btn_sync(in, clk, out);
input wire in;
input wire clk;
output wire out;
wire en;
wire Q0, Q1, Q2;
wire Q2n; 
clk_div_enable clk_div_en (.clk(clk), .en(en));
dff dff_0(.clk(clk), .en(en), .in(in), .out(Q0));
dff dff_1(.clk(clk), .en(en), .in(Q0), .out(Q1));
dff dff_3(.clk(clk), .en(en), .in(Q1), .out(Q2));
assign out = Q1 & Q2;
endmodule
module clk_div_enable(clk, en);
input wire clk;
output wire en;
    reg [26:0] counter=0;
    always @(posedge clk)
       counter <= (counter >= 249999) ? 0 : counter+1;
    assign en = (counter == 249999) ? 1'b1 : 1'b0;
endmodule
module dff(clk, en,in, out);
input wire clk;
input wire en;
input wire in;
output reg out;
always @ (posedge clk)
  if(en) out <= in;
endmodule 
```
==> impl_metrics.yaml <==
# generated from flow reports
critical_path:
  slowest_delay_ns: 0.41
  required_ns: 3.06
  worstPathArrival_ns: 2.16
  critPathKind: "flip-flop to flip-flop"
  startpoint: "clk_div_en.counter[0]"
  end_kind: "flip-flop"
  cp-start-kind: "flip-flop"
  crit_path_cell_trace: "ha_1, and3_1, and2_1, a32o_1, buf_4, nor3_1"
  critPathSlowestCell: "a32o_1"
  r2r-start: "clk_div_en.counter[0]"
  cp_max_fo: 11
final_layout:
  final_layout_size_suffix_gt1_frac: 0.161
  syn_to_final_growth_pct: 20.5
  final_util: 0.156
yosys:
  ys_seq_elements: 30
  ys_cells: 123
  synth_cell_types: 32
  syn_area_mm2: 0.00128
  yosys_area_mm2: 0.00128
  synth_warnings: 2
  ys_seq_share: 0.493
  syn_inst: 123
  synth_area_per_cell_um2: 10.4
clocking:
  cts.htree.levels: 2
  cts_inserted_buffers: 5
  cts_resized: 0
  clock_sinks: 30
  clk_pin_slew_ns: 0.06
  cts_hold_buf: 0
  clockRootBuffer: "clkbuf_8"
  clk_latency_ns: 0.28
  cts_tree: "done"
  post-cts-setup-buffers: 0
  clk_path_buf_depth: 2
timing:
  post-route-period-util: 0.689
  hold_viol: 0
  worst_slack_ns: 0.901
  tns_ns: 0
  fmax_ghz: 0.500
  period_minus_slack_ns: 2.00
  drv_slew: 0
  setup_viol_count_final: 0
  clock_skew_ns: 0.00979
  rsz0062_at_grt: "false"
grt:
  grt-ovfl-total: 0
  grt_max_degree: 19
  grt_first_pass_wirelength_mm: 3.68
  antenna_found_initial: 0
  grt_pass1_vias: 805
  track_usage: 0.0295
placed_design:
  dpl.hpwl_mm: 1.47
  io_buffers: 2
  dpl_worst_slack_ns: 0.927
  gp_congestion: 0.779
worst_hold_path:
  hold_path.class: "flip-flop to flip-flop"
  holdCritStartpoint: "dff_0.out"
route:
  drc: 0
  antenna_left: 0
  wl_mm: 2.11
  vias: 887
  vias_per_cell: 3.29
  initialDrtViolationCount: 44
  dr.pass1.iters: 4
  num_antenna_cells: 0
  wire_per_inst_um: 7.81
power_and_ir_drop:
  p_leak_uw: 0.000451
  power_density_mw_per_mm2: 480
  ir_drop_uv: 145
die:
  die_h_um: 121
  die_area_mm2: 0.0146
  fp-utilization: 0.130
  core.rowCount: 36
  fp.coreArea_mm2: 0.00986
  die_w_um: 121
  io_pins: 3
job:
  warnings: 25
  cap_violations: 0
status:
  status: "finished clean"
==> cells in the final DEF, fill, tap and decap left out, types with 2 or more instances in the layout <==
master            n
o21ai_0           3
and3_1            4
dfxtp_1          27
conb_1            9
nor2_1            4
nand4_1           7
clkbuf_8          5
or3_1             3
xor2_1            7
and2_1            2
nand3_1           8
nor4_1            4
xnor2_1           6
clkinv_2          2
a211oi_1          3
buf_4             2
nand2_1           3
nor3_1            9
inv_1             3
and4_2            2
edfxtp_1          3
nor3_2            9
clkdlybuf4s50_1   2
==> routing by layer <==
metal	GRT usage	part of all wire	wire, µm
met1	0.0412	0.52	1090
met2	0.0418	0.42	886
met3	0.0132	0.051	108
met4	0.00377	0.010	21
met5	0	0	0
==> stage by stage <==
step           hold slack (ns)  power, µW  cell area (µm²)  instances
3_3_place_gp             0.413        439             1460        262
5_1_grt                  0.441        774             1540        270
3_5_place_dp             0.411        440             1460        262
4_1_cts                  0.427        756             1540        270
6_report                 0.423        741             1540        270
2_1_floorplan            0.400        437             1310        131
==> synthesized netlist by cell type <==
| cell | count | area, µm² |
|---|---|---|
| clkbuf_2 | 1 | 5.00 |
| nor3_1 | 9 | 45.0 |
| nor3_2 | 9 | 90.1 |
| a211oi_1 | 3 | 22.5 |
| a21oi_1 | 1 | 5.00 |
| and2b_2 | 1 | 8.76 |
| a32o_1 | 1 | 10.0 |
| o21ai_0 | 3 | 15.0 |
| and4_2 | 2 | 20.0 |
| or3_1 | 3 | 18.8 |
| nand4b_1 | 1 | 8.76 |
| or3b_1 | 1 | 8.76 |
| nor2_1 | 4 | 15.0 |
| nor4_1 | 4 | 25.0 |
| o21bai_1 | 1 | 7.51 |
| conb_1 | 1 | 3.75 |
| xnor2_1 | 6 | 52.6 |
| xor2_1 | 7 | 61.3 |
| nand2_1 | 3 | 11.3 |
| buf_12 | 1 | 20.0 |
| nand3_1 | 8 | 40.0 |
| edfxtp_1 | 3 | 90.1 |
| dfxtp_1 | 27 | 541 |
| inv_1 | 3 | 11.3 |
| nand3b_1 | 1 | 7.51 |
| ha_1 | 1 | 12.5 |
| nor3_4 | 1 | 16.3 |
| buf_6 | 1 | 11.3 |
| buf_2 | 3 | 15.0 |
| nand4_1 | 7 | 43.8 |
| and3_1 | 4 | 25.0 |
| and2_1 | 2 | 12.5 |
==> power breakdown <==
| part | leakage [µW] | switching, µW | internal (µW) |
|---|---|---|---|
| combinational | 0.000158 | 1.93 | 1.80 |
| clock | 0.0000450 | 145 | 166 |
| sequential | 0.000248 | 1.80 | 425 |
| total | 0.000451 | 148 | 592 |
==> registers in the layout (all words and copies together), names as in the netlist <==
name / flops
clk_div_en.counter: 27
dff_1.out: 1
dff_3.out: 1
dff_0.out: 1
==> area by class of cell <==
| type | count | area [µm²] |
|---|---|---|
| fill | 1086 | 8320 |
| sequential | 30 | 631 |
| multi-input combinational | 92 | 617 |
| tap | 133 | 166 |
| clock buffer | 6 | 72.6 |
| timing repair buffer | 4 | 35.0 |
| inverter | 3 | 11.3 |
| clock inverter | 2 | 10.0 |
==> worst paths after layout <==
path	to	slack, ns	cells after the start
setup / recovery	clk_div_en.counter[7]	0.90	6
hold / removal	dff_1.out	0.42	0
setup reg to reg	clk_div_en.counter[7]	0.90	6
hold reg to reg	dff_1.out	0.42	0
==> critical path: cells and delay by family, from the launching register on <==
family	cells	cell delay, ns
buf+inv	1	0.29
flops	1	0.40
compound gates	1	0.41
fa+ha+maj	1	0.21
simple gates	3	0.56
==> kinds of logic (layout without fill, tap and decap cells) <==
| group | count (synthesis) | after routing | synth area share |
|---|---|---|---|
| and+or+nand+nor | 60 | 60 | 0.310 |
| DFF | 30 | 30 | 0.493 |
| other | 1 | 9 | 0.00293 |
| adders and majority gates | 1 | 1 | 0.00977 |
| xor gates and xnor gates | 13 | 13 | 0.0890 |
| buffers and inverters | 9 | 15 | 0.0489 |
| AOI/OAI and AO/OA | 9 | 9 | 0.0469 |
No activity file was given, so power comes from the tool's default toggle rates.
